===== flow/config.mk =====
export PLATFORM = sky130hd
export DESIGN_NAME = fpu_wrapper
export DESIGN_NICKNAME = fpu_wrapper
export VERILOG_FILES = /design/flow/design.v
export SDC_FILE = /design/flow/constraint.sdc
export NUM_CORES = 4
export LEC_CHECK = 1
export CORE_AREA = 10 10 141 141
export DIE_AREA = 0 0 151 151

===== flow/constraint.sdc =====
current_design fpu_wrapper

set clk_period 4.7
set clk_io_pct 0.2

create_clock -name clk0 -period $clk_period

set non_clock_inputs [all_inputs -no_clocks]
set_input_delay [expr $clk_period * $clk_io_pct] -clock clk0 $non_clock_inputs
set_output_delay [expr $clk_period * $clk_io_pct] -clock clk0 [all_outputs]

===== flow/design.v =====
module fpu(
  input logic clk,
  input logic [9:0]fpu_in_valid,
  output logic [31:0] fpu_out,
  output logic fpu_out_valid,
  input logic [31:0] fadd_out,
  input logic [31:0] fsub_out,
  input logic [31:0] fmul_out,
  input logic [31:0] fdiv_out,
  input logic [31:0] fsqrt_out,
  input logic [31:0] fabs_out,
  input logic [7:0] fcmp_out,
  input logic [31:0] fftoi_out,
  input logic [31:0] fitof_out,
  output logic fadd_in_valid_a,
  input logic fadd_in_ready_a,
  output logic fadd_in_valid_b,
  input logic fadd_in_ready_b,
  input logic fadd_out_valid,
  output logic fsub_in_valid_a,
  input logic fsub_in_ready_a,
  output logic fsub_in_valid_b,
  input logic fsub_in_ready_b,
  input logic fsub_out_valid,
  output logic fmul_in_valid_a,
  input logic fmul_in_ready_a,
  output logic fmul_in_valid_b,
  input logic fmul_in_ready_b,
  input logic fmul_out_valid,
  output logic fdiv_in_valid_a,
  input logic fdiv_in_ready_a,
  output logic fdiv_in_valid_b,
  input logic fdiv_in_ready_b,
  input logic fdiv_out_valid,
  output logic fsqrt_in_valid_a,
  input logic fsqrt_in_ready_a,
  input logic fsqrt_out_valid,
  output logic fabs_in_valid_a,
  input logic fabs_in_ready_a,
  input logic fabs_out_valid,
  output logic fcmp_in_valid_a,
  input logic fcmp_in_ready_a,
  output logic fcmp_in_valid_b,
  input logic fcmp_in_ready_b,
  output logic fcmp_in_valid_op,
  input logic fcmp_in_ready_op,
  input logic fcmp_out_valid,
  output logic fftoi_in_valid_a,
  input logic fftoi_in_ready_a,
  input logic fftoi_out_valid,
  output logic fitof_in_valid_a,
  input logic fitof_in_ready_a,
  input logic fitof_out_valid
  );
  assign fpu_out =
    fadd_out_valid?   fadd_out :
    fsub_out_valid?   fsub_out :
    fmul_out_valid?   fmul_out :
    fdiv_out_valid?   fdiv_out :
    fsqrt_out_valid?  fsqrt_out :
    fabs_out_valid?   fabs_out :
    fcmp_out_valid?   fcmp_out :
    fftoi_out_valid?  fftoi_out :
    fitof_out_valid? fitof_out :
    32'b0;
  assign fpu_out_valid =
    fadd_out_valid ||
    fsub_out_valid ||
    fmul_out_valid ||
    fdiv_out_valid ||
    fsqrt_out_valid ||
    fabs_out_valid ||
    fcmp_out_valid ||
    fftoi_out_valid ||
    fitof_out_valid;
  assign fadd_in_valid_a = fpu_in_valid[1];
  assign fadd_in_valid_b = fpu_in_valid[1];
  assign fsub_in_valid_a = fpu_in_valid[2];
  assign fsub_in_valid_b = fpu_in_valid[2];
  assign fmul_in_valid_a = fpu_in_valid[3];
  assign fmul_in_valid_b = fpu_in_valid[3];
  assign fdiv_in_valid_a = fpu_in_valid[4];
  assign fdiv_in_valid_b = fpu_in_valid[4];
  assign fsqrt_in_valid_a = fpu_in_valid[5];
  assign fabs_in_valid_a = fpu_in_valid[6];
  assign fcmp_in_valid_a = fpu_in_valid[7];
  assign fcmp_in_valid_b = fpu_in_valid[7];
  assign fcmp_in_valid_op = fpu_in_valid[7];
  assign fftoi_in_valid_a = fpu_in_valid[8];
  assign fitof_in_valid_a = fpu_in_valid[9];
endmodule
module fpu_wrapper(
  input wire clk,
  input wire [9:0]fpu_in_valid,
  output wire [31:0] fpu_out,
  output wire fpu_out_valid,
  input wire [31:0] fadd_out,
  input wire [31:0] fsub_out,
  input wire [31:0] fmul_out,
  input wire [31:0] fdiv_out,
  input wire [31:0] fsqrt_out,
  input wire [31:0] fabs_out,
  input wire [7:0] fcmp_out,
  input wire [31:0] fftoi_out,
  input wire [31:0] fitof_out,
  output wire fadd_in_valid_a,
  input wire fadd_in_ready_a,
  output wire fadd_in_valid_b,
  input wire fadd_in_ready_b,
  input wire fadd_out_valid,
  output wire fsub_in_valid_a,
  input wire fsub_in_ready_a,
  output wire fsub_in_valid_b,
  input wire fsub_in_ready_b,
  input wire fsub_out_valid,
  output wire fmul_in_valid_a,
  input wire fmul_in_ready_a,
  output wire fmul_in_valid_b,
  input wire fmul_in_ready_b,
  input wire fmul_out_valid,
  output wire fdiv_in_valid_a,
  input wire fdiv_in_ready_a,
  output wire fdiv_in_valid_b,
  input wire fdiv_in_ready_b,
  input wire fdiv_out_valid,
  output wire fsqrt_in_valid_a,
  input wire fsqrt_in_ready_a,
  input wire fsqrt_out_valid,
  output wire fabs_in_valid_a,
  input wire fabs_in_ready_a,
  input wire fabs_out_valid,
  output wire fcmp_in_valid_a,
  input wire fcmp_in_ready_a,
  output wire fcmp_in_valid_b,
  input wire fcmp_in_ready_b,
  output wire fcmp_in_valid_op,
  input wire fcmp_in_ready_op,
  input wire fcmp_out_valid,
  output wire fftoi_in_valid_a,
  input wire fftoi_in_ready_a,
  input wire fftoi_out_valid,
  output wire fitof_in_valid_a,
  input wire fitof_in_ready_a,
  input wire fitof_out_valid
  );
  fpu f1(
    .clk(clk),
    .fpu_in_valid(fpu_in_valid),
    .fpu_out(fpu_out),
    .fpu_out_valid(fpu_out_valid),
    .fadd_out(fadd_out),
    .fsub_out(fsub_out),
    .fmul_out(fmul_out),
    .fdiv_out(fdiv_out),
    .fsqrt_out(fsqrt_out),
    .fabs_out(fabs_out),
    .fcmp_out(fcmp_out),
    .fftoi_out(fftoi_out),
    .fitof_out(fitof_out),
    .fadd_in_valid_a(fadd_in_valid_a),
    .fadd_in_ready_a(fadd_in_ready_a),
    .fadd_in_valid_b(fadd_in_valid_b),
    .fadd_in_ready_b(fadd_in_ready_b),
    .fadd_out_valid(fadd_out_valid),
    .fsub_in_valid_a(fsub_in_valid_a),
    .fsub_in_ready_a(fsub_in_ready_a),
    .fsub_in_valid_b(fsub_in_valid_b),
    .fsub_in_ready_b(fsub_in_ready_b),
    .fsub_out_valid(fsub_out_valid),
    .fmul_in_valid_a(fmul_in_valid_a),
    .fmul_in_ready_a(fmul_in_ready_a),
    .fmul_in_valid_b(fmul_in_valid_b),
    .fmul_in_ready_b(fmul_in_ready_b),
    .fmul_out_valid(fmul_out_valid),
    .fdiv_in_valid_a(fdiv_in_valid_a),
    .fdiv_in_ready_a(fdiv_in_ready_a),
    .fdiv_in_valid_b(fdiv_in_valid_b),
    .fdiv_in_ready_b(fdiv_in_ready_b),
    .fdiv_out_valid(fdiv_out_valid),
    .fsqrt_in_valid_a(fsqrt_in_valid_a),
    .fsqrt_in_ready_a(fsqrt_in_ready_a),
    .fsqrt_out_valid(fsqrt_out_valid),
    .fabs_in_valid_a(fabs_in_valid_a),
    .fabs_in_ready_a(fabs_in_ready_a),
    .fabs_out_valid(fabs_out_valid),
    .fcmp_in_valid_a(fcmp_in_valid_a),
    .fcmp_in_ready_a(fcmp_in_ready_a),
    .fcmp_in_valid_b(fcmp_in_valid_b),
    .fcmp_in_ready_b(fcmp_in_ready_b),
    .fcmp_in_valid_op(fcmp_in_valid_op),
    .fcmp_in_ready_op(fcmp_in_ready_op),
    .fcmp_out_valid(fcmp_out_valid),
    .fftoi_in_valid_a(fftoi_in_valid_a),
    .fftoi_in_ready_a(fftoi_in_ready_a),
    .fftoi_out_valid(fftoi_out_valid),
    .fitof_in_valid_a(fitof_in_valid_a),
    .fitof_in_ready_a(fitof_in_ready_a),
    .fitof_out_valid(fitof_out_valid)
    );
endmodule

===== flow/run.sh =====
#!/bin/bash
# OpenROAD 26Q1-2900-gdf79404cd8, Yosys 0.63+post, stock flow scripts
make -C /OpenROAD-flow-scripts/flow DESIGN_CONFIG=/design/flow/config.mk WORK_HOME=/design/flow/orfs finish

==> impl_metrics.tcl <==
# place-and-route summary
set metrics [dict create \
    cts.repair.resized 0 \
    slowest_stage "clkdlybuf4s50_1" \
    synth_seq_share_pct 0 \
    fp.dieH_um 151 \
    hold_viol_final 0 \
    slowest_delay_ns 0.77 \
    synthesis.area_mm2 0.00206 \
    gp_congestion 0.920 \
    min_delay_path_depth 0 \
    seqCellArea_um2 0 \
    post-route-period-util_pct 92.5 \
    dr_wl_met3_mm 1.57 \
    wl_met1_mm 7.55 \
    yosys_cells 291 \
    dr.pass1.iters 6 \
    ant_nets 0 \
    grt_pass1_vias 3956 \
    p_leak_uw 0.00174 \
    outcome "completed" \
    antenna_found_initial 1 \
    setup_viol_count_final 0 \
    period_minus_slack_ns 4.35 \
    drt_iter0_drc 279 \
    synth.top_cells.by_count "nand2_1, o221ai_1, a22oi_1" \
    critPathArrivalTime_ns 3.41 \
    warnings 49 \
    viasPerCell 4.71 \
    power_density_mw_per_mm2 88.3 \
    wl_per_cell_um 23.1 \
    io_buffers 306 \
    worst_ir_drop_vdd_uv 34.5 \
    holdCritStartpoint "fpu_in_valid[7]" \
    critPathLaunchType "primary input" \
    fmax_mhz 230 \
    drive_gt1_share_pct 7.33 \
    dp_hpwl_mm 15.4 \
    largest_area_cell "o221ai_1" \
    die_w_um 151 \
    finalWirelength_mm 18.0 \
    vias 3672 \
    area_delta_synth_final_pct 153 \
    drcViolationCount 0 \
    grt_max_degree 41 \
    yosys_area_mm2 0.00206 \
    post_cts_buffers 0 \
    crit_type "primary input to output port" \
    hold_end "fcmp_in_valid_a" \
    core_mm2 0.0167 \
    yosysUniqueCellTypes 34 \
    critPathMostFrequentCell "clkdlybuf4s50_1" \
    yosys_warnings 0 \
    met2WireLength_mm 8.77 \
    overflow 0 \
    synth.most_common_cell "nand2_1" \
    die_area_mm2 0.0228 \
    floorplanUtilization_pct 12.3 \
    cts_hold_buf 0 \
    worst-path-max-fanout 19 \
    grt_usage_pct 14.7 \
    relSlewSlack_pct 57.4 \
    fin_setup_tns_ns 0 \
    power.total_uw 461 \
    endpoint_kind "output port" \
    synth.area.top_cells "o221ai_1, a221o_1, a22oi_1" \
    ios 347 \
    synth_cells 291 \
    max_cap_viol_count 0 \
    synth_area_per_cell_um2 7.08 \
    nClkBuffers 0 \
    path_cells "clkdlybuf4s50_1, nor3b_4, buf_4, a21oi_1, o221ai_1, clkdlybuf4s50_1" \
    slew_viol_final 0 \
    tightest_slew_ns 0.638 \
    hold_path_class "primary input to output port" \
    cp.required_ns 3.76 \
    top_layer_used "met4" \
    top_area_share_pct 14.5 \
    rows 47 \
    rsz0062_at_grt "no" \
    nFlopsAndLatches 0 \
    grt_pass1_wl_mm 25.4 \
]
==> area by class of cell <==
class / instances / area, µm²
fill: 1733 / 11500
timing repair buffer: 321 / 3200
multi-input combinational: 235 / 1730
tap: 220 / 275
inverter: 3 / 11.3
antenna: 1 / 2.50
==> power breakdown <==
part           switching, µW   leakage (µW)  internal, µW
Combinational            153        0.00174           308
Clock                      0  0.00000000634     0.0000285
Sequential                 0              0             0
Total                    153        0.00174           308
==> worst max path at each step <==
stage / start / to / slack [ns] / cells after the start
finish: fftoi_out_valid / fpu_out[14] / 0.35 / 6
CTS: fftoi_out_valid / fpu_out[11] / 0.35 / 6
global route: fftoi_out_valid / fpu_out[11] / 0.21 / 6
==> per-layer routing <==
metal | vias up | track usage [%]
met3 | 13 | 3.33
met2 | 186 | 24.3
li1 | 1752 | -
met5 | - | 0
met4 | 0 | 1.30
met1 | 1721 | 19.9
==> logic make-up (layout without fill, tap and decap cells) <==
kind of cell	after synthesis	in the layout	share of synthesized area, %
AOI/OAI and AO/OA	168	168	67.6
and+or+nand+nor	67	67	16.1
buffers and inverters	56	324	16.3
other	0	1	0
==> cells in the final DEF (no fill, tap or decap), types with 5 or more instances in the layout <==
cell type / instances
clkdlybuf4s50_1: 305
nand2_1: 37
o221ai_1: 34
a22oi_1: 28
a221o_1: 24
o22ai_1: 16
a21oi_1: 14
buf_4: 13
a221oi_1: 11
a21oi_2: 10
o221ai_2: 10
o21a_1: 8
nor3_1: 7
o21ai_0: 7
nor2_1: 6
nor2b_1: 5
==> worst max-delay path, delay by kind of cell <==
kind	cells	cell delay, ns
and+or+nand+nor	1	0.40
AOI/OAI and AO/OA	2	0.34
buffers and inverters	3	1.69
==> through the flow <==
stage	hold WS (ns)	worst slack (ns)	utilization [%]	cells	instance area [µm²]
finish	1.88	0.354	31.2	780	5220
global route	1.88	0.211	31.2	780	5220
detailed placement	1.88	0.348	31.2	779	5220
global placement	1.88	0.401	31.2	779	5220
floorplan	1.94	1.86	-	291	2060
CTS	1.88	0.351	31.2	779	5220
Power figures rest on the tool's default switching activity, not on a simulated workload.
