`config.mk`:
```
export PLATFORM = sky130hd
export DESIGN_NAME = uart_rx
export DESIGN_NICKNAME = uart_rx
export VERILOG_FILES = /design/flow/design.v
export SDC_FILE = /design/flow/constraint.sdc
export NUM_CORES = 4
export LEC_CHECK = 1
export CORE_UTILIZATION = 40
```
`constraint.sdc`:
```
current_design uart_rx

set clk_period 5.5
set clk_io_pct 0.2

create_clock -name clk0 -period $clk_period [get_ports {clk}]

set non_clock_inputs [all_inputs -no_clocks]
set_input_delay [expr $clk_period * $clk_io_pct] -clock clk0 $non_clock_inputs
set_output_delay [expr $clk_period * $clk_io_pct] -clock clk0 [all_outputs]
```
`design.v`:
```
`default_nettype none
module uart_rx #(CLK_PER_HALF_BIT = 5208) (
               output logic [31:0] rdata,
               output logic rdata_valid,
               input wire rdata_ready,
               input wire rxd,
               input wire clk,
               input wire rstn,
               output logic error_led);
   localparam e_clk_bit = CLK_PER_HALF_BIT * 2 - 1;
   logic [31:0] rxbuf;
   logic [3:0] status;
   logic [31:0] count;
   logic [31:0] rxmem;
   logic [2:0] rxdsr;
   logic [1:0] nbits;
   logic waiting;
   logic empty;
   initial begin
      rxbuf <= 32'b0;
      status <= 4'd0;
      count <= 32'b0;
      rdata_valid <= 1'b0;
      rdata <= 32'b0;
      rxdsr <= 3'b0;
      nbits <= 2'b0;
      waiting <= 1'b0;
      empty <= 1'b1;
      error_led <= 1'b0;
    end
   always @(posedge clk) begin
      if(rdata_ready) begin
        waiting <= 1'b1;
      end
      if(rdata_valid) begin
        rdata_valid <= 1'b0;
      end
      if(waiting && ~empty) begin
        rdata <= rxmem;
        rdata_valid <= 1'b1;
        waiting <= 1'b0;
        empty <= 1'b1;
      end
      if (~rstn) begin
         rxbuf <= 32'b0;
         status <= 4'd0;
         count <= 32'b0;
         rdata <= 8'b0;
         rxdsr <= 3'b0;
      end else begin
         rxdsr <= rxdsr >> 1;
         rxdsr[2] <= rxd;
         if (status == 4'd0) begin
            if (count < 4) begin
               if (rxdsr[0] == 1) begin
                  count <= 0;
               end
               else begin
                  count <= count +1;
               end
            end else begin
               status <= status + 1;
               count <= 0;
            end
         end
         else if (status == 4'd1) begin
            if (count < CLK_PER_HALF_BIT - 1)begin
               count <= count + 1;
            end else begin
               count <= 0;
               status <= status + 1;
            end
         end
         else if (status >= 2 && status <=9) begin
            if (count < e_clk_bit) begin
               count <= count +1;
            end
            else begin
               count <= 0;
               rxbuf[30:0] <= rxbuf[31:1];
               rxbuf[31] <= rxdsr[0];
               status <= status + 1;
            end
         end
         else if (status == 4'd10) begin
            if (count < e_clk_bit) begin
               count <= count +1;
            end
            else begin
              if(nbits == 2'd3) begin
                if(~empty) begin
                  error_led <= 1'b1;
                end
                empty <= 1'b0;
                rxmem <= rxbuf;
                count <= 4'b0;
                status <= 32'b0;
                nbits <= 2'd0;
              end
              else begin
                count <= 4'b0;
                status <= 32'b0;
                nbits <= nbits + 1;
              end
            end
         end
      end
   end  
endmodule
`default_nettype wire
```
`run.sh`:
```
#!/bin/bash
# OpenROAD 26Q1-2900-gdf79404cd8, Yosys 0.63+post, stock flow scripts
make -C /OpenROAD-flow-scripts/flow DESIGN_CONFIG=/design/flow/config.mk WORK_HOME=/design/flow/orfs finish
```
==> flow_summary_export.csv <==
group,metric,value,unit
placement,place.gp.congestion,0.842,
floorplanning,ioPinCount,38,
timing,rsz0062_at_grt,"false",
yosys,top_cells_by_count,"dfxtp_1, nand2_1, nor2_1",
timing,fin_setup_tns,0,ps
yosys,yosysWarnings,1,
pwr,peakVddDrop,220,uV
yosys,yosys_register_bits,141,
placement,dp_hpwl,6200,um
timing,setup_viol,0,
yosys,ff_type,"dfxtp_1",
timing,period_used_share,50.4,%
drt,route.detailed.drc,0,
floorplanning,die_x,121,um
job,drv_cap,0,
cts,cts_tree,"done",
run_status,status,"finished clean",
drt,ant_nets,0,
worst_setup_path,crit_required,5800,ps
drt,antenna_cells,0,
drt,avgRoutedWirePerCell,12.7,um
timing,hold_ws,430,ps
timing,min_period,2770,ps
worst_setup_path,critPathKind,"reg2reg",
cts,cts_buffer_depth,2,
timing,worst-slew-pin-transition,658,ps
cts,cts_num_sinks,141,
yosys,topCellsByArea,"dfxtp_1, edfxtp_1, nand2_1",
pwr,leakagePower,2.52,nW
yosys,topCombFamilyByArea,"simple AND/OR/NAND/NOR gates",
cts,numCtsBuffers,17,
drt,drt-total-wl,9940,um
cts,insertion_delay,410,ps
yosys,syn_avg_cell_area,10.0,um2
pwr,power_density,355,nW/um2
worst_setup_path,arrival,3070,ps
drt,vias_per_cell,5.00,
cts,post_cts_resized,0,
worst_setup_path,crit_path_start_kind,"flop",
global_routing,grt_pass1_wl,17100,um
placement,io_buffers,37,
worst_hold_path,hp-class,"reg2reg",
yosys,netlist_instances,562,
global_routing,overflow,0,
yosys,mux_share,5.88,%
yosys,yosysMostFrequentCell,"dfxtp_1",
cts,root_buffer,"clkbuf_16",
yosys,edf_count,35,
global_routing,grt_pass1_vias,3681,
timing,hold_viol_final,0,
timing,fmax,361,MHz
worst_setup_path,path_max_fanout,24,
drt,vias,3918,
floorplanning,die-height,121,um
cts,clk_pin_slew,50,ps
yosys,synth_seq_share,56.3,%
drt,drt-initial-drc-count,269,
cts,cts_setup_buffers,0,
global_routing,grt_usage,15.2,%
cts,holdBufCountCts,0,
floorplanning,rows,43,
finish,drive_above_1_share,8.79,%
worst_setup_path,crit_path_end_kind,"flop",
job,warning_count,29,
yosys,synth.distinct_cells,58,
floorplanning,fp-utilization,40.8,%
yosys,ys_sh_xor,2.17,%
yosys,ys_cells,562,
global_routing,antenna_found_initial,0,
yosys,synth_top_area_share,37.6,%
floorplanning,core,13800,um2
yosys,top_area_cell,"dfxtp_1",
timing,fin_worst_skew,6.94,ps
timing,drv_slew,0,
yosys,async_flop_share,0,%
finish,syn2layout_area_growth,18.2,%
yosys,yosys_area,5640,um2
floorplanning,chip_area,14600,um2
yosys,yosys.area_share.simple,19.5,%
global_routing,grt_max_degree,65,
yosys,netlist_area,5640,um2
cts,htree_levels,4,
drt,firstDrtPassIters,4,
timing,relSlewSlack,56.1,%
yosys,fa_ha_area_share,1.55,%
yosys,synthAoiAreaFrac,10.2,%
[layer usage]
metal  wire length [um]  vias up  global-route usage [%]
met5                  0        -                       0
met2               4650       90                    24.1
met3                495        5                    4.00
met4                 86        0                    1.70
li1                   -     2008                       -
met1               4710     1815                    22.4
[final cells by class]
| class | count | area [um2] |
|---|---|---|
| Inverter | 15 | 56.3 |
| Clock inverter | 7 | 52.6 |
| Fill cell | 1203 | 7170 |
| Clock buffer | 25 | 528 |
| Multi-Input combinational cell | 373 | 2220 |
| Sequential cell | 141 | 3170 |
| Tap cell | 180 | 225 |
| Timing Repair Buffer | 42 | 408 |
[kinds of logic after synthesis]
group | count (synthesis)
buffers and inverters | 48
xor gates and xnor gates | 14
other | 1
adders and majority gates | 7
muxes | 33
DFF | 141
and+or+nand+nor | 229
AOI/OAI and AO/OA | 89
[through the flow]
stage	worst slack, ps	total power (W)	instances	utilization (%)	cell area (um2)
2_1_floorplan	2780	0.00129	562	-	5640
3_3_place_gp	2460	0.00131	751	44.0	6080
3_5_place_dp	2450	0.00131	751	44.0	6080
4_1_cts	2740	0.00239	783	48.2	6660
5_1_grt	2480	0.00247	783	48.2	6660
6_report	2730	0.00237	783	48.2	6660
[worst max-delay path: stages (launching register included)]
cell     delay (ps)
dfxtp_1         360
ha_1            330
nand3_1         170
a21oi_1         290
nor2_1          150
o311a_1         540
o21ai_4         560
o21ba_2         240
[placed cells by master (no fill, tap or decap), drive strengths merged, types with 7 or more instances in the layout]
cell,netlist,layout
a21oi,42,42
a31oi,12,12
and2,7,7
clkbuf,18,25
clkdlybuf4s50,0,37
dfxtp,106,106
edfxtp,35,35
ha,7,7
inv,15,16
mux2i,32,32
nand2,87,87
nand3,15,15
nand4,14,14
nor2,69,69
nor4,12,12
o21ai,9,9
xor2,9,9
[registers in the layout, summed over array words and instances, names as in the netlist]
name	cells
rdata	32
error_led	1
rxbuf	32
nbits	2
status	4
waiting	1
empty	1
rxdsr	3
rdata_valid	1
rxmem	32
count	32
[path summary, 6_finish.rpt]
kind | start | to | slack [ps] | cells after the start
worst max-delay path | count[0] | count[31] | 2730 | 7
worst max register to register | count[0] | count[31] | 2730 | 7
worst min-delay path | rxbuf[0] | rxmem[0] | 430 | 0
worst min register to register | rxbuf[0] | rxmem[0] | 430 | 0
[report_power, final]
part / switching [W] / internal, W / total [W] / leakage [nW]
registers: 0.0000128 / 0.00107 / 0.00108 / 1.18
clock network: 0.000407 / 0.000669 / 0.00108 / 0.284
logic: 0.000137 / 0.0000710 / 0.000208 / 1.05
Power figures rest on the tool's default switching activity, not on a simulated workload.
